`/design/flow/config.mk`:
```
export PLATFORM = sky130hd
export DESIGN_NAME = Shift_register
export DESIGN_NICKNAME = Shift_register
export VERILOG_FILES = /design/flow/design.v
export SDC_FILE = /design/flow/constraint.sdc
export NUM_CORES = 4
export LEC_CHECK = 1
export CORE_AREA = 10 10 70 70
export DIE_AREA = 0 0 80 80
```
`/design/flow/constraint.sdc`:
```
current_design Shift_register

set clk_period 1.0
set clk_io_pct 0.2

create_clock -name clk0 -period $clk_period [get_ports {clk}]

set non_clock_inputs [all_inputs -no_clocks]
set_input_delay [expr $clk_period * $clk_io_pct] -clock clk0 $non_clock_inputs
set_output_delay [expr $clk_period * $clk_io_pct] -clock clk0 [all_outputs]
```
`/design/flow/design.v`:
```
`timescale 1ns / 1ps
module Shift_register(
    input wire clk,  
    input wire rst_n,  
    input wire load,     
    input wire shift_en,     
    input wire sda_in,   
    input wire [7:0] data_in,    
    output reg sda_out,  
    output reg [7:0] data_out    
    );
     reg [7:0] shift_reg;
     always @(posedge clk or negedge rst_n) begin
     if(!rst_n) begin
         shift_reg <= 8'b0;
         sda_out <= 1'b1;
         data_out <= 8'b0;
     end
     else if(load) begin
         shift_reg <= data_in;
         sda_out <= data_in[7];
         data_out <= data_in;
     end
     else if(shift_en) begin
         shift_reg <= {shift_reg[6:0], sda_in};
         sda_out <= shift_reg[7];
         data_out <= {shift_reg[6:0], sda_in};
     end
     else begin
         data_out <= shift_reg;
     end
     end
endmodule
```
`/design/flow/run.sh`:
```
#!/bin/bash
# OpenROAD 26Q1-2900-gdf79404cd8, Yosys 0.63+post, stock flow scripts
make -C /OpenROAD-flow-scripts/flow DESIGN_CONFIG=/design/flow/config.mk WORK_HOME=/design/flow/orfs finish
```
==> GITHUB_STEP_SUMMARY <==
### Flow metrics

| Metric | Value |
|---|---|
| Total wire length | `1.25 mm` |
| Clock root buffer | `clkbuf_4` |
| Synth unique cells | `10` |
| Minimum clock period | `1.13 ns` |
| Hold crit path type | `input pin to asynchronous set/reset pin` |
| Synth Cell Area | `427 µm²` |
| Share of cells above drive strength 1 | `41.1%` |
| Core Util at FP | `12.5%` |
| CTS buffer count | `3` |
| # Cells Yosys | `36` |
| Crit path launch type | `register` |
| Avg WL per Cell | `10.5 µm` |
| Skew final | `0.00405 ns` |
| Syn Area/Cell | `11.9 µm²` |
| Max-slew violation count | `0` |
| Synth warn | `1` |
| Core Rows | `21` |
| Drt via density | `3.16` |
| R2r setup slk | `-0.13 ns` |
| Final Setup Violations | `5` |
| # diodes | `0` |
| Critical Path RT | `1.14 ns` |
| CP Class | `register to register` |
| First-pass GRT wire length | `2.00 mm` |
| DRT antenna net count | `0` |
| Global routing met2 resource utilization | `5.30%` |
| Synthesized registers | `9` |
| Max reg flops | `8` |
| Buffers on Ports | `21` |
| Tool warning count | `27` |
| Pin count of the biggest net entering global routing | `15` |
| Pre-Repair DR Iteration Count | `2` |
| Top cells excl fill/tap | `buf_4, clkdlybuf4s50_1, buf_2, dfrtp_1` |
| Met1 Use GR | `5.50%` |
| Data arrival, critical path | `1.27 ns` |
| Worst Tran Pin Value | `0.179 ns` |
| Outcome | `complete, but fails checks` |
| Worst r2r src | `shift_reg[7]$_DFFE_PN0P_` |
| Final setup margin | `-0.130 ns` |
| Grt ovf | `0` |
| H-Tree Depth | `1` |
| Cell leakage power | `0.375 nW` |
| Max FO, Critical Path | `2` |
| CTS Sinks | `9` |
| Worst R2R Path Depth | `3` |
| Detailed Place HPWL | `986 µm` |
| CP Capture Type | `register` |
| Antenna violations before repair | `0` |
| Max VDD drop | `0.699 mV` |
| Sequential area share after synthesis | `53.1%` |
| Power per cell area | `1250 mW/mm²` |
| RR Endpoint | `shift_reg[7]$_DFFE_PN0P_` |
| Clock Tree Buf Depth | `2` |
| Slew headroom | `88.0%` |
| GRT busiest layer | `met1` |
| Skew-Pair Late Insertion Delay | `0.25 ns` |
| Yosys Chip Area | `427 µm²` |
| Fin. Hold Viols | `0` |
| Cycle use final | `113%` |
| Area Growth Syn to Fin | `82.4%` |
| Initial DRC count | `5` |
| Most frequent logic cell in the layout | `buf_4` |
| Gp weighted congestion | `0.758` |
| TritonCTS clock tree | `yes` |
| Max-Cap Viols | `0` |
| GRT met3 Usage | `2.61%` |
| Remaining DRCs | `0` |
| Core area | `0.00342 mm²` |
| Setup tns final | `-0.427 ns` |
| Routed vias | `376` |
| Failing checks | `setup timing` |
| Io pins | `22` |
| Worst-path clk slew | `0.06 ns` |
| Die width | `80 µm` |
| Dpl cell area | `753 µm²` |
| Die Span Y | `80 µm` |
| Max Clk Rate | `0.885 GHz` |
| Cell count after synthesis | `36` |
| Vias in the first global route | `387` |
| RSZ-0062 raised after global routing | `yes` |
| Gr usage total | `3.99%` |
| Die Footprint | `0.00640 mm²` |
| Post-route cell area | `778 µm²` |
==> power breakdown <==
| group | switching, W | total, W | internal (W) | leakage (nW) |
|---|---|---|---|---|
| Sequential | 0.0000207 | 0.000427 | 0.000406 | 0.107 |
| Combinational | 0.0000829 | 0.000269 | 0.000186 | 0.253 |
| Clock | 0.000120 | 0.000274 | 0.000153 | 0.0150 |
| Total | 0.000224 | 0.000970 | 0.000746 | 0.375 |
==> area by class of cell <==
| class | instances | area, µm² |
|---|---|---|
| clock buffer | 4 | 26.3 |
| fill | 392 | 2640 |
| multi-input combinational | 25 | 188 |
| sequential | 9 | 226 |
| tap | 46 | 57.6 |
| timing repair buffer | 35 | 280 |
==> routing by layer <==
metal / wire, µm / share of wire, %
met3: 130 / 10
met2: 491 / 39
met5: 0 / 0
met4: 0 / 0
met1: 626 / 50
==> logic make-up after synthesis <==
logic type | Yosys count | synth area share [%]
AND-OR/OR-AND | 7 | 8.21
flip-flops | 9 | 53.1
AND/OR/NAND/NOR | 7 | 6.16
multiplexers | 11 | 28.7
buffers and inverters | 2 | 3.81
==> worst max-delay path by stage <==
stage	startpoint	endpoint	slack (ns)	cells past startpoint
4_1_cts	shift_reg[7]$_DFFE_PN0P_	shift_reg[7]$_DFFE_PN0P_	-0.13	3
5_1_grt	shift_reg[6]$_DFFE_PN0P_	shift_reg[7]$_DFFE_PN0P_	-0.15	3
6_report	shift_reg[7]$_DFFE_PN0P_	shift_reg[7]$_DFFE_PN0P_	-0.13	3
==> stage by stage <==
step | util [%] | hold WS (ns) | cells | total power (W) | setup slack (ns)
floorplan | - | -0.0956 | 36 | 0.000510 | 0.00710
global placement | 22.1 | 0.538 | 111 | 0.000705 | -0.423
detailed placement | 22.1 | 0.549 | 111 | 0.000708 | -0.434
CTS | 22.6 | 0.275 | 118 | 0.000978 | -0.129
global route | 22.8 | 0.276 | 119 | 0.00104 | -0.148
finish | 22.8 | 0.285 | 119 | 0.000970 | -0.130
==> worst max-delay path: stages (launching register included) <==
cell and delay [ns]:
dfrtp_1 0.39, buf_6 0.12, mux2_4 0.26, mux2_2 0.25
==> cell usage after synthesis, drive strengths merged <==
cell type / count / area, µm²
buf: 2 / 16.3
dfrtp: 8 / 200
dfstp: 1 / 26.3
mux2: 4 / 52.6
mux2i: 7 / 70.1
nand2: 7 / 26.3
o21ai: 7 / 35.0
==> repair_timing <==
item | 4_1_cts | 5_1_grt
endpoints found under the setup margin | 18 | 7
buffers inserted | 3 | 1
resized | 29 | 1
hold buffers | 0 | 0
No activity file was given, so power comes from the tool's default toggle rates.
