[/design/flow/config.mk]
export PLATFORM = sky130hd
export DESIGN_NAME = Counter
export DESIGN_NICKNAME = Counter
export VERILOG_FILES = /design/flow/design.v
export SDC_FILE = /design/flow/constraint.sdc
export NUM_CORES = 4
export LEC_CHECK = 1
export CORE_AREA = 10 10 70 70
export DIE_AREA = 0 0 80 80
[/design/flow/constraint.sdc]
current_design Counter

set clk_period 1.2
set clk_io_pct 0.2

create_clock -name clk0 -period $clk_period [get_ports {clk}]

set non_clock_inputs [all_inputs -no_clocks]
set_input_delay [expr $clk_period * $clk_io_pct] -clock clk0 $non_clock_inputs
set_output_delay [expr $clk_period * $clk_io_pct] -clock clk0 [all_outputs]
[/design/flow/design.v]
`timescale 1ns / 1ps
module Counter(
    input wire clk,  
    input wire rst_n,  
    input wire enable,  
    input wire clear,    
    output reg [3:0] count_bit,    
    output reg total_bit  
    );
    always @(posedge clk or negedge rst_n) begin
    if(!rst_n) begin
        count_bit <= 4'd0;
        total_bit <= 1'b0;
    end 
    else if(clear) begin
        count_bit <= 4'd0;
        total_bit <= 1'b0;
    end 
    else if(enable) begin
    if(count_bit == 4'd7) begin
        count_bit <= 4'd0;
        total_bit <= 1'b1;
    end
    else begin
        count_bit <= count_bit + 4'd1;
        total_bit <= 1'b0;
    end
    end
    end
endmodule
[/design/flow/run.sh]
#!/bin/bash
# OpenROAD 26Q1-2900-gdf79404cd8, Yosys 0.63+post, stock flow scripts
make -C /OpenROAD-flow-scripts/flow DESIGN_CONFIG=/design/flow/config.mk WORK_HOME=/design/flow/orfs finish
==> flow_summary.json <==
{
  "status": "finished clean",
  "finalPower_w": 0.000458,
  "num_antenna_cells": 0,
  "routed_wl_um": 850,
  "finalCriticalPeriod_ns": 1.15,
  "grt_pass1_vias": 283,
  "ys_seq_elements": 5,
  "r2r_slack_ns": 0.05,
  "cp-end-kind": "register",
  "drive_above_1_share": 0.409,
  "p_int_w": 0.000352,
  "cap_violations": 0,
  "drv_slew": 0,
  "r2r-end": "count_bit[3]",
  "core-area_sq_um": 3420,
  "critical_path_class": "input port to register",
  "place_area_sq_um": 452,
  "path_delay_family": "buffers and inverters",
  "layout_top_cell": "buf_4",
  "cts_buffer_depth": 2,
  "slowest_delay_ns": 0.60,
  "syn_area_sq_um": 280,
  "warnings": 26,
  "die_w_um": 80,
  "critPathBufInv": 1,
  "setup_viol": 0,
  "rows": 21,
  "ant_nets": 0,
  "p_seq_frac": 0.394,
  "pwr-share-clk": 0.415,
  "p_per_area_nw_per_um2": 871,
  "swShare": 0.230,
  "startpoint_type": "input port",
  "grt_max_degree": 8,
  "path_clk_slew_ns": 0.04,
  "ios": 9,
  "cp_data_required_time_ns": 1.32,
  "grt_overflow_total": 0,
  "vias": 267,
  "routedWlPerCell_um": 9.44,
  "peakVddDrop_mv": 0.300,
  "cts_root_buf": "clkbuf_4",
  "drt_iter0_markers": 30,
  "crit_arrival_ns": 1.27,
  "clock_skew_ns": 0.000226,
  "syn_avg_cell_area_sq_um": 12.2,
  "r2r_start": "count_bit[0]",
  "switching_power_w": 0.000105,
  "stdcell_count": 90,
  "slew_headroom": 0.813,
  "ys_area_sq_um": 280,
  "ys_seq_share": 0.446,
  "netlist_instances": 23,
  "fp_util": 0.0821,
  "cts_tree": "built",
  "worstMarginPinSlew_ns": 0.280,
  "synth_cell_types": 16,
  "antenna_found_initial": 0,
  "vias_per_cell": 2.97,
  "final_cell_mix": "buf_4 (7), dfrtp_1 (5), dlygate4sd2_1 (5)",
  "numClockSinks": 5,
  "cp_cell_sequence": "clkdlybuf4s50_1 -> nand4_4 -> mux2_4",
  "p_comb_frac": 0.192,
  "drcViolationCount": 0,
  "ctsHoldBuffers": 0,
  "ys_cells": 23,
  "hp-class": "input port to asynchronous set/reset pin",
  "path_max_fanout": 4,
  "crit_start": "enable",
  "die_area_sq_um": 6400,
  "rr_worst_depth": 4,
  "cts_buffers": 3,
  "cts.htree.levels": 1,
  "setup_tns_ns": 0,
  "final_cell_area_sq_um": 526,
  "dr.pass1.iters": 2,
  "grt_pass1_wl_mm": 1.41,
  "track_usage": 0.0288,
  "slowest_stage": "clkdlybuf4s50_1",
  "final_util": 0.154,
  "gp_congestion": 0.762,
  "leakage_nw": 0.240,
  "dp_hpwl_um": 602,
  "period_used_share": 0.960,
  "dp_cells": 82,
  "yosys_warnings": 1,
  "hold_violations": 0,
  "io_buffers": 8,
  "die_y_um": 80,
  "syn2layout_area_growth_pct": 87.5,
  "max_freq_ghz": 0.868,
  "clkLatencyLatePin_ns": 0.24
}
## cells in the mapped netlist
cell / count / area share
a21bo_2: 1 / 0.036
dfrtp_1: 5 / 0.45
nor2_1: 2 / 0.027
nand2b_1: 1 / 0.022
a31o_2: 1 / 0.031
buf_6: 1 / 0.040
a21oi_1: 2 / 0.036
nand4_4: 1 / 0.076
mux2_4: 1 / 0.054
nor3_1: 1 / 0.018
mux2i_1: 1 / 0.036
ha_1: 1 / 0.045
nand3b_1: 2 / 0.054
nand4b_1: 1 / 0.031
nor3b_1: 1 / 0.027
nor2b_1: 1 / 0.022
## cell families after synthesis
logic type                 synth area share
AOI/OAI and AO/OA                     0.103
buffers and inverters                0.0402
DFF                                   0.446
muxes                                0.0893
and+or+nand+nor                       0.277
adders and majority gates            0.0446
## cell type report
cell class              count  area [sq um]
clock buffers               4          26.3
fillers                   398          2890
multi-input cells          17           156
repair buffers             18           160
well taps                  46          57.6
flip-flops and latches      5           125
## power groups by stage
stage         Combinational, W  Sequential [W]  Clock, W
CTS                  0.0000876        0.000179  0.000198
finish               0.0000877        0.000180  0.000190
global route         0.0000960        0.000181  0.000222
## worst register-to-register path: stages, from the launching register on
cell and delay [ns]:
dfrtp_1 0.39, buf_6 0.13, buf_4 0.14, nand4_4 0.07
mux2_4 0.30
## registers in the layout (all words and copies together), names as in the netlist
register,flops
total_bit,1
count_bit,4
## what timing repair did
| action | CTS | global route |
|---|---|---|
| endpoints found under the setup margin | 5 | 3 |
| gates resized | 9 | 2 |
| gates cloned | 0 | 0 |
| buffers inserted | 5 | 0 |
## metal layers
layer	up-vias	global-route usage	share of wire
met4	0	0.00704	0
met3	0	0.0307	0.18
met5	-	0	0
met2	12	0.0337	0.34
li1	126	-	-
met1	129	0.0342	0.48
## worst max path at each step
stage	end	slack, ns	cells past startpoint
final	count_bit[3]	0.05	3
after global routing	count_bit[3]	-0.0003	4
after CTS	count_bit[0]	-0.02	5
## through the flow
step	hold slack, ns	setup slack (ns)
after detailed placement	0.479	-0.185
after global routing	0.210	-0.000347
after global placement	0.478	-0.172
final	0.221	0.0475
after floorplan	-0.0556	0.150
after CTS	0.224	-0.0242
No activity file was given, so power comes from the tool's default toggle rates.
